**flow/constraint.sdc**
```tcl
current_design NDMA

set clk_period 21.6
set clk_io_pct 0.2

create_clock -name clk0 -period $clk_period [get_ports {DMA_Apply_Btn}]
create_clock -name clk1 -period $clk_period [get_ports {clock}]

set non_clock_inputs [all_inputs -no_clocks]
set_input_delay [expr $clk_period * $clk_io_pct] -clock clk0 $non_clock_inputs
set_output_delay [expr $clk_period * $clk_io_pct] -clock clk0 [all_outputs]
```
**flow/run.sh**
```bash
#!/bin/bash
# OpenROAD 26Q1-2900-gdf79404cd8, Yosys 0.63+post, stock flow scripts
make -C /OpenROAD-flow-scripts/flow DESIGN_CONFIG=/design/flow/config.mk WORK_HOME=/design/flow/orfs finish
```
**flow/design.v**
```verilog
module NDMA (
	input init_flag,
	input clock,
	input DMA_Apply_Btn,
	input DMA_ENB,
	input [31:0] DMA_current_instruction,
	input [31:0] f_register_value,
	input [31:0] s_register_value,
	input [31:0] t_register_value,
	input [21:0] IO_in,
	input [31:0] RAM_data,
	input [15:0] r_esp,
	output reg [57:0] IO_out,
	output reg DMA_write_back_flag,
	output reg [7:0] DMA_write_back_code,
	output reg [31:0] DMA_write_back_value,
	output reg RAM_write_flag,
	output reg [15:0] RAM_write_addr,
	output reg [31:0] RAM_write_data,
	output reg DMA_stack_flag,
	output reg [15:0] DMA_stack_data
);
initial begin
	integer i = 0;
	for (i = 0; i <= 57; i = i +1) begin
		IO_out[i] = 0;
   end
	RAM_write_flag = 0;
	RAM_write_data = 8'b0;
	RAM_write_addr = 32'b0;
	Input_Queue_WritePos = 0;
	Input_Queue_ReadPos = 0;
	Input_Queue_ReadAmount = 0;
	Input_Queue_WriteAmount = 0;
end
	reg [21:0] Input_Queue [32];
	reg [4:0] Input_Queue_WritePos = 0;
	reg [4:0] Input_Queue_ReadPos = 0;
	reg [15:0] Input_Queue_ReadAmount = 0;
	reg [15:0] Input_Queue_WriteAmount = 0;
	always@(negedge clock) begin
		if (!init_flag) begin
			IO_out[57:0] = 58'b0;
		end
		if (DMA_ENB) begin
		case (DMA_current_instruction[28:24])
				(5'b01001): begin  
					if (Input_Queue_WriteAmount > Input_Queue_ReadAmount) begin
						Input_Queue_ReadPos = Input_Queue_ReadPos + 1;
						Input_Queue_ReadAmount = Input_Queue_ReadAmount + 1;
					end
				end
				(5'b01010): begin  
					if (Input_Queue_WriteAmount > Input_Queue_ReadAmount) begin
						Input_Queue_ReadPos = Input_Queue_ReadPos + 1;
						Input_Queue_ReadAmount = Input_Queue_ReadAmount + 1;
					end
				end
				(5'b00001): begin  
					IO_out[25:0] = {6'b0, f_register_value};
				end
				(5'b00010): begin  
					if (DMA_current_instruction[23:16] == 8'b10000001) begin  
						IO_out[33:26] = f_register_value[7:0];
					end else if (DMA_current_instruction[23:16] == 8'b10000010) begin  
						IO_out[41:34] = f_register_value[7:0];
					end else if (DMA_current_instruction[23:16] == 8'b10000011) begin  
						IO_out[57:42] = f_register_value[15:0];
					end else begin
						IO_out[DMA_current_instruction[23:16]] = f_register_value[0];
					end
				end
				(5'b00011): begin  
					case (DMA_current_instruction[23:16])
						(8'b10000001): IO_out[33:26] = DMA_current_instruction[7:0];  
						(8'b10000010): IO_out[41:34] = DMA_current_instruction[7:0];  
						(8'b10000011): IO_out[57:42] = DMA_current_instruction[15:0];  
						default: IO_out[DMA_current_instruction[23:16]] = DMA_current_instruction[0];
					endcase
				end
				(5'b01100): begin  
					if (Input_Queue_WriteAmount > Input_Queue_ReadAmount) begin
						Input_Queue_ReadPos = Input_Queue_ReadPos + 1;
						Input_Queue_ReadAmount = Input_Queue_ReadAmount + 1;
					end
				end
		endcase
		end
	end
	always@(*) begin
		if (!init_flag) begin
			RAM_write_flag = 0;
			RAM_write_data = 8'b0;
			RAM_write_addr = 32'b0;
			DMA_stack_flag = 0;
			DMA_stack_data = 16'b0;
		end
		if (DMA_ENB) begin
			case (DMA_current_instruction[28:24])
				(5'b01001): begin  
					if (Input_Queue_WriteAmount > Input_Queue_ReadAmount) begin
						DMA_write_back_flag = 1;
						DMA_write_back_code = DMA_current_instruction[23:16];
						DMA_write_back_value = {10'b0, Input_Queue[Input_Queue_ReadPos]};
						RAM_write_flag = 0;
						RAM_write_addr = 0;
						RAM_write_data = 0;
						DMA_stack_flag = 0;
						DMA_stack_data = 16'b0;
					end else begin
						DMA_write_back_flag = 0;
						DMA_write_back_code = 0;
						DMA_write_back_value = 0;
						RAM_write_flag = 0;
						RAM_write_addr = 0;
						RAM_write_data = 0;
						DMA_stack_flag = 0;
						DMA_stack_data = 16'b0;
					end
				end
				(5'b01010): begin  
					if (Input_Queue_WriteAmount > Input_Queue_ReadAmount) begin
						DMA_write_back_flag = 1;
						DMA_write_back_code = DMA_current_instruction[23:16];
						if (DMA_current_instruction[7:0] == 8'b10000000)  
							DMA_write_back_value = {24'b0, Input_Queue[Input_Queue_ReadPos][7:0]};
						else if (DMA_current_instruction[7:0] == 8'b10000001)  
							DMA_write_back_value = {16'b0, Input_Queue[Input_Queue_ReadPos][15:0]};
						else
							DMA_write_back_value = {31'b0, Input_Queue[Input_Queue_ReadPos][DMA_current_instruction[7:0]]};
						RAM_write_flag = 0;
						RAM_write_addr = 0;
						RAM_write_data = 0;
						DMA_stack_flag = 0;
						DMA_stack_data = 16'b0;
					end else begin
						DMA_write_back_flag = 0;
						DMA_write_back_code = 0;
						DMA_write_back_value = 0;
						RAM_write_flag = 0;
						RAM_write_addr = 0;
						RAM_write_data = 0;
						DMA_stack_flag = 0;
						DMA_stack_data = 16'b0;
					end
				end
				(5'b01011): begin  
					DMA_write_back_flag = 1;
					DMA_write_back_code = DMA_current_instruction[23:16];
					DMA_write_back_value = (Input_Queue_WriteAmount-Input_Queue_ReadAmount);
					RAM_write_flag = 0;
					RAM_write_addr = 0;
					RAM_write_data = 0;
					DMA_stack_flag = 0;
					DMA_stack_data = 16'b0;
				end
				(5'b01100): begin  
					DMA_write_back_flag = 1;
					DMA_write_back_code = DMA_current_instruction[23:16];
					DMA_write_back_value = (Input_Queue_WriteAmount-Input_Queue_ReadAmount);
					RAM_write_flag = 0;
					RAM_write_addr = 0;
					RAM_write_data = 0;
					DMA_stack_flag = 0;
					DMA_stack_data = 16'b0;
				end
				(5'b10010): begin  
					DMA_write_back_flag = 1;
					DMA_write_back_code = DMA_current_instruction[23:16];
					DMA_write_back_value = RAM_data;
					RAM_write_flag = 0;
					RAM_write_data = 0;
					RAM_write_addr = DMA_current_instruction[15:0];  
					DMA_stack_flag = 0;
					DMA_stack_data = 16'b0;
				end
				(5'b10011): begin  
					DMA_write_back_flag = 0;
					DMA_write_back_code = 0;
					DMA_write_back_value = 0;
					RAM_write_flag = 1;
					RAM_write_data = t_register_value[31:0];
					RAM_write_addr = DMA_current_instruction[15:0];  
					DMA_stack_flag = 0;
					DMA_stack_data = 16'b0;
				end
				(5'b10000): begin  
					DMA_write_back_flag = 1;
					DMA_write_back_code = DMA_current_instruction[23:16];
					DMA_write_back_value = RAM_data;
					RAM_write_flag = 0;
					RAM_write_data = 0;
					RAM_write_addr = f_register_value[15:0];  
					DMA_stack_flag = 0;
					DMA_stack_data = 16'b0;
				end
				(5'b10001): begin  
					DMA_write_back_flag = 0;
					DMA_write_back_code = 0;
					DMA_write_back_value = 0;
					RAM_write_flag = 1;
					RAM_write_data = t_register_value[31:0];
					RAM_write_addr = f_register_value[15:0];  
					DMA_stack_flag = 0;
					DMA_stack_data = 16'b0;
				end
				(5'b10100): begin  
					integer aux;
					aux = r_esp[15:0] + 1;
					DMA_write_back_flag = 1;
					DMA_write_back_code = DMA_current_instruction[23:16];
					DMA_write_back_value = RAM_data;
					DMA_stack_flag = 1;
					DMA_stack_data = aux;
					RAM_write_flag = 0;
					RAM_write_data = 0;
					RAM_write_addr = aux;
				end
				(5'b10101): begin  
					integer aux;
					aux = r_esp[15:0] - 1;
					DMA_write_back_flag = 0;
					DMA_write_back_code = 0;
					DMA_write_back_value = 0;
					DMA_stack_flag = 1;
					DMA_stack_data = aux;
					RAM_write_data = f_register_value[31:0];
					RAM_write_addr = r_esp[15:0];
					RAM_write_flag = 1;
				end
				(5'b10110): begin  
					DMA_write_back_flag = 0;
					DMA_write_back_code = 0;
					DMA_write_back_value = 0;
					DMA_stack_flag = 1;
					DMA_stack_data = f_register_value[15:0];
					RAM_write_flag = 0;
					RAM_write_data = 32'b0;
					RAM_write_addr = 16'b0;
				end
				default: begin
					DMA_write_back_flag = 0;
					DMA_write_back_code = 0;
					DMA_write_back_value = 0;
					RAM_write_flag = 0;
					RAM_write_addr = 0;
					RAM_write_data = 0;
					DMA_stack_flag = 0;
					DMA_stack_data = 16'b0;
				end
			endcase
		end else begin
			DMA_write_back_flag = 0;
			DMA_write_back_code = 0;
			DMA_write_back_value = 0;
			RAM_write_flag = 0;
			RAM_write_addr = 0;
			RAM_write_data = 0;
			DMA_stack_flag = 0;
			DMA_stack_data = 16'b0;
		end
	end
	always@(negedge DMA_Apply_Btn) begin
		if (init_flag) begin
			Input_Queue[Input_Queue_WritePos] = IO_in;
			Input_Queue_WritePos = Input_Queue_WritePos + 1;
			Input_Queue_WriteAmount = Input_Queue_WriteAmount + 1;
		end
	end
endmodule
```
**flow/config.mk**
```make
export PLATFORM = sky130hd
export DESIGN_NAME = NDMA
export DESIGN_NICKNAME = NDMA
export VERILOG_FILES = /design/flow/design.v
export SDC_FILE = /design/flow/constraint.sdc
export NUM_CORES = 4
export LEC_CHECK = 1
export CORE_UTILIZATION = 30
export SYNTH_HDL_FRONTEND = slang
```
==> impl_report.txt <==
RUN METRICS
----------------------------------------------------
[Run status]
  Run status ........................ finished, final reports clean

[CTS]
  Number of resized instances in the post-cts repair step ........................ 0
  Hold buffer count at CTS ........................ 0
  TritonCTS clock tree ........................ done
  Clock Pin Slew Worst Setup and Hold Paths ........................ ~0.030 ns
  Clock sink total ........................ 804
  Setup repair bufs after CTS ........................ 0

[STA]
  Finish-stage setup viols ........................ 0
  Setup tns final ........................ 0 ns
  Largest clock skew in the final design ........................ about 0.023 ns
  Final tally of max-slew violations ........................ 0
  Final Hold Viols ........................ 0
  RSZ-0062 raised after global routing ........................ false
  Measured slew at the worst slew-check pin ........................ a little over 0.9 ns
  Max-slew headroom at the worst pin ........................ between 30% and 40%

[Final layout]
  Post-layout instance count excluding filler cells ........................ roughly 5400
  Fraction of layout cells with a size suffix above 1 ........................ around an eighth
  P&R area growth vs syn ........................ 31.2%

[Synth]
  Number of synthesized flops with an enable pin ........................ between 700 and 800
  Area share of the largest cell type after synthesis ........................ approximately 61%
  Average size of a mapped cell ........................ 14.2 um^2
  Top area cell types ........................ edfxtp_1, mux4_2, dfxtp_1, a22oi_1, mux2i_1
  Post-synthesis instance area ........................ approximately 37000 um^2
  Count of instantiated cells in the yosys netlist ........................ 2586
  Number of instances in the synthesized netlist ........................ ~2600
  Seq cells post-synth ........................ 804
  Async set or reset register ratio after synthesis ........................ 0%
  Area leader, netlist ........................ edfxtp_1
  Most used standard cells in the synthesized netlist ........................ edfxtp_1, nand2_1, nor2_1
  Number of warnings issued by yosys ........................ 0
  Sequential fraction of the synthesis area ........................ 64.1%
  Most popular library cell in the synthesized design by count ........................ edfxtp_1
  Summed standard-cell area reported by yosys ........................ 36800 um^2
  Most used flip-flop cell ........................ edfxtp_1
  Tally of unique sky130hd cells used after synthesis ........................ 81

[Detailed routing]
  Via count ........................ about 28000
  Via count normalized by instance count ........................ roughly 5.1
  Final antenna-violating net count ........................ 0
  Detailed Routing Iterations Pass 1 ........................ 8
  Drt total wl ........................ about 120000 um
  Average wire length per cell after detail routing ........................ roughly 21 um
  Drc violations ........................ 0
  DRT iter0 DRCs ........................ between 2000 and 2500
  Count of inserted antenna diode cells ........................ 0

[Worst setup path]
  Critical path fanouts, max ........................ about 67
  Launching instance or port of the critical path ........................ Input_Queue_ReadPos[0]$_DFFE_NP_
  End point of the critical path ........................ DMA_write_back_value[0]
  Critical Path Sink Type ........................ output port
  Critical path required time ........................ 17.28 ns
  Worst r2r dst ........................ Input_Queue_ReadAmount[10]$_DFFE_NP_
  Worst reg-to-reg path cell count ........................ 9
  Kind of start point of the critical path ........................ flop
  Flop2flop setup slack ........................ 17.96 ns
  Worst Setup Path Type ........................ reg -> out
  Critical Path AT ........................ approximately 16 ns
  Worst r2r src ........................ Input_Queue_WriteAmount[8]$_DFFE_NP_

[Power and ir drop]
  Final Power ........................ around 4000 uW
  Cell Pwr Density ........................ about 83 nW/um^2
  Leakage ........................ between 0.015 and 0.02 uW
  Worst IR Drop VDD ........................ ~53 uV

[Worst hold path]
  Worst min-delay path category ........................ reg -> reg

[Run]
  Max-Cap Viols ........................ 0
  OpenROAD warning count ........................ a little under 900

[Die]
  Ports ........................ between 300 and 400
  Y dimension of the die ........................ 352 um
  Area of the die ........................ 124000 um^2
  Floorplan utilization ........................ a little under a third
  Area of the core region ........................ ~120000 um^2
  Num rows ........................ about 130
  Die Span X ........................ 352 um

[Placed design]
  Count of input and output buffers ........................ about 330
  Post-Place Cells ........................ between 4000 and 5000
  Final weighted congestion in routability-driven placement ........................ 0.929
  HPWL after DPL ........................ 72500 um

[Global route]
  First-pass GRT wire length ........................ around 170000 um
  Total Routing Usage GR ........................ 19.6%
  Largest net degree at the start of global routing ........................ between 80 and 90
  Vias in the first global route ........................ between 20000 and 30000
  Initial antenna violation count ........................ 7
  Global route total overflow ........................ 0

----------------------------------------------------
-- flip-flops by register name (all words and copies together) (netlist names) --
| signal | flops |
|---|---|
| Input_Queue_ReadPos | 5 |
| Input_Queue_WritePos | 5 |
| Input_Queue_ReadAmount | 16 |
| Input_Queue_WriteAmount | 16 |
| IO_out | 58 |
| Input_Queue | 704 |
-- how the worst min path moves through the flow --
stage	start	end	slack [ns]	depth (start not counted)
after CTS	IO_out[19]$_DFF_N_	IO_out[19]$_DFF_N_	0.48	2
after global routing	IO_out[8]$_DFF_N_	IO_out[8]$_DFF_N_	0.51	2
final	IO_out[17]$_DFF_N_	IO_out[17]$_DFF_N_	0.48	2
-- routing by layer --
metal / track usage (%) / wire length (um) / up-vias
li1: - / - / 12594
met1: 23.6 / 42400 / 13145
met2: 29.3 / 55700 / 1624
met3: 12.1 / 15700 / 222
met4: 7.02 / 2900 / 14
met5: 0 / 78 / -
-- per-stage QoR --
stage                     hold slack [ns]  util (%)  area [um^2]  setup WS [ns]
final                               0.478      39.6        48200           1.74
after global routing                0.508      39.6        48200           1.42
after CTS                           0.481      39.6        48200           1.74
after detailed placement            0.476      34.7        42300           2.19
after global placement              0.470      34.7        42300           2.19
after floorplan                     0.439         -        36800           3.90
-- area by class of cell --
type                    count  area, um^2
clock buffers              92        2300
clock inverters           872        3670
fillers                 11089       73500
inverters                  43         161
multi-input cells        1554       12300
flip-flops and latches    804       23600
well taps                1625        2030
repair buffers            449        4230
-- worst max-delay path, cell delays in order (launching register included) --
cell and delay (ns):
edfxtp_1 0.38, buf_12 0.42, buf_4 0.65, mux4_2 0.58
a211o_1 0.32, o21ai_0 0.75, o2111ai_1 0.20, o211a_1 0.19
a21oi_2 0.12, a211oi_2 0.11, clkdlybuf4s50_1 0.50
-- cell usage in the layout, fill, tap and decap left out, types with 48 or more instances in the layout --
cell type / count
inv_1: 868
edfxtp_1: 746
clkdlybuf4s50_1: 329
nand2_1: 178
a22oi_1: 137
a21oi_1: 131
mux4_2: 131
buf_4: 117
nor2_1: 114
mux2i_1: 96
clkbuf_16: 92
nand3_1: 66
dfxtp_1: 58
o21ai_0: 56
xnor2_1: 48
-- power breakdown --
group / internal [uW] / switching (uW) / total, uW / leakage, uW
sequential: 1740 / 8.48 / 1750 / 0.00720
combinational: 71.8 / 119 / 191 / 0.00568
clock: 1100 / 971 / 2070 / 0.00577
-- kinds of logic (layout without fill, tap and decap cells) --
group | count (synthesis) | count (layout) | synth area share, %
fa+ha+maj | 26 | 26 | 0.905
xor+xnor | 70 | 70 | 1.67
buf+inv | 228 | 1456 | 2.89
compound gates | 628 | 628 | 11.4
flops | 804 | 804 | 64.1
simple gates | 570 | 570 | 7.34
mux | 260 | 260 | 11.7
No activity file was given, so power comes from the tool's default toggle rates.
