--- config.mk ---
export PLATFORM = sky130hd
export DESIGN_NAME = StackDecoder
export DESIGN_NICKNAME = StackDecoder
export VERILOG_FILES = /design/flow/design.v
export SDC_FILE = /design/flow/constraint.sdc
export NUM_CORES = 4
export LEC_CHECK = 1
export CORE_AREA = 10 10 115 115
export DIE_AREA = 0 0 125 125
export SYNTH_HDL_FRONTEND = slang
--- constraint.sdc ---
current_design StackDecoder

set clk_period 3.4
set clk_io_pct 0.2

create_clock -name clk0 -period $clk_period

set non_clock_inputs [all_inputs -no_clocks]
set_input_delay [expr $clk_period * $clk_io_pct] -clock clk0 $non_clock_inputs
set_output_delay [expr $clk_period * $clk_io_pct] -clock clk0 [all_outputs]
--- design.v ---
module StackDecoder(
	input init,
	input STACK_ENB,
	input [31:0] DMA_current_instruction,
	input [31:0] f_register_value,
	input [31:0] s_register_value,
	input [31:0] t_register_value,
	input [23:0] immediate,
	input [7:0] STACK_TOP_A,
	input [15:0] STACK_TOP_B,
	input [31:0] STACK_TOP_C,
	input [7:0] STACK_AMOUNT_A,
	input [7:0] STACK_AMOUNT_B,
	input [7:0] STACK_AMOUNT_C,
	output reg [1:0] STACK_pop_id,
	output reg STACK_pop_flag,
	output reg STACK_write_back_flag,
	output reg [7:0] STACK_write_back_code,
	output reg [31:0] STACK_write_back_value
);
	parameter A = 8'b00100000;
	parameter B = 8'b01000000;
	parameter C = 8'b01100000;
	always@(*) begin
		if (!init) begin
			STACK_pop_flag = 0;
			STACK_pop_id = 0;
			STACK_write_back_flag = 0;
			STACK_write_back_code = 0;
			STACK_write_back_value = 0;
		end
		if (STACK_ENB) begin
			case (DMA_current_instruction[26:24])
				(3'b001): begin  
					if (DMA_current_instruction[28:27] > 0) begin
						STACK_write_back_flag = 1;
						STACK_write_back_code = immediate[23:16];
						STACK_pop_flag = 1;
						STACK_pop_id = DMA_current_instruction[28:27];
						case (DMA_current_instruction[28:27])
							(2'b01): STACK_write_back_value = STACK_TOP_A;
							(2'b10): STACK_write_back_value = STACK_TOP_B;
							(2'b11): STACK_write_back_value = STACK_TOP_C;
							default: STACK_write_back_value = STACK_TOP_A;
						endcase
					end else begin
						STACK_write_back_flag = 0;
						STACK_write_back_code = 0;
						STACK_write_back_value = 0;
						STACK_pop_id = 0;
						STACK_pop_flag = 0;
					end
				end
				(3'b010): begin  
					if (DMA_current_instruction[28:27] > 0) begin
						STACK_write_back_flag = 1;
						STACK_pop_id = DMA_current_instruction[28:27];
						STACK_pop_flag = 0;
						STACK_write_back_value = f_register_value;
						case (DMA_current_instruction[28:27])
							(2'b01): STACK_write_back_code = A;
							(2'b10): STACK_write_back_code = B;
							(2'b11): STACK_write_back_code = C;
							default: STACK_write_back_code = A;
						endcase
					end else begin
						STACK_write_back_flag = 0;
						STACK_write_back_code = 0;
						STACK_write_back_value = 0;
						STACK_pop_id = 0;
						STACK_pop_flag = 0;
					end
				end
				(3'b011): begin  
					if (DMA_current_instruction[28:27] > 0) begin
						STACK_write_back_flag = 1;
						STACK_pop_id = DMA_current_instruction[28:27];
						STACK_pop_flag = 0;
						STACK_write_back_value = immediate[23:0];
						case (DMA_current_instruction[28:27])
							(2'b01): STACK_write_back_code = A;
							(2'b10): STACK_write_back_code = B;
							(2'b11): STACK_write_back_code = C;
							default: STACK_write_back_code = A;
						endcase
					end else begin
						STACK_write_back_flag = 0;
						STACK_write_back_code = 0;
						STACK_write_back_value = 0;
						STACK_pop_id = 0;
						STACK_pop_flag = 0;
					end
				end
				(3'b100): begin  
					if (DMA_current_instruction[28:27] > 0) begin
						STACK_write_back_flag = 1;
						STACK_write_back_code = immediate[23:16];
						STACK_pop_flag = 0;
						STACK_pop_id = DMA_current_instruction[28:27];
						case (DMA_current_instruction[28:27])
							(2'b01): STACK_write_back_value = STACK_AMOUNT_A;
							(2'b10): STACK_write_back_value = STACK_AMOUNT_B;
							(2'b11): STACK_write_back_value = STACK_AMOUNT_C;
							default: STACK_write_back_value = STACK_AMOUNT_A;
						endcase
					end else begin
						STACK_write_back_flag = 0;
						STACK_write_back_code = 0;
						STACK_write_back_value = 0;
						STACK_pop_id = 0;
						STACK_pop_flag = 0;
					end
				end
				default: begin
					STACK_write_back_flag = 0;
					STACK_write_back_code = 0;
					STACK_write_back_value = 0;
					STACK_pop_id = 0;
					STACK_pop_flag = 0;
				end
			endcase
		 end else begin
				STACK_write_back_flag = 0;
				STACK_write_back_code = 0;
				STACK_write_back_value = 0;
				STACK_pop_id = 0;
				STACK_pop_flag = 0;
		end
	end
endmodule
--- run.sh ---
#!/bin/bash
# OpenROAD 26Q1-2900-gdf79404cd8, Yosys 0.63+post, stock flow scripts
make -C /OpenROAD-flow-scripts/flow DESIGN_CONFIG=/design/flow/config.mk WORK_HOME=/design/flow/orfs finish
==> impl_metrics.py <==
# Physical implementation metrics
metrics = {
    "power_and_ir_drop": {
        "combPwrFrac": 1.000,
        "switchingPower_mw": 0.110,
        "leakagePower_nw": 1.31,
        "seqPwrFrac": 0,
        "clock_power_share": 0,
        "ir_drop_mv": 0.0434,
        "p_sw_frac": 0.313,
        "power_density_nw_per_um2": 96.7,
        "internal_power_mw": 0.241,
    },
    "cells_and_area": {
        "syn_to_final_growth_pct": 169,
        "flop-count": 0,
        "nClkBuffers": 0,
        "drive_gt1_frac": 0.168,
        "fillCellCount": 1146,
        "flop_area_um2": 0,
    },
    "placed_design": {
        "place_congestion": 0.833,
        "dp_hpwl_um": 7880,
        "pre_cts_ws_ps": -251,
        "portBuffers": 186,
    },
    "floorplan": {
        "core_um2": 10800,
        "chip_area_um2": 15600,
        "io_pins": 278,
        "initial_utilization": 0.125,
        "die_y_um": 125,
        "die_w_um": 125,
        "rows": 38,
    },
    "final_timing": {
        "fin_crit_ps": 3280,
        "finalSetupViolCount": 0,
        "max_freq_mhz": 304,
        "whs_ps": 2170,
        "tns_ps": 0,
        "fin_ws_ps": 115,
        "final_max_slew_viol_count": 0,
        "worst_pin_slew_ps": 613,
        "hold_violations": 0,
        "rsz0062_at_grt": "no",
        "post-route-period-util": 0.966,
        "maxSlewHeadroom": 0.589,
    },
    "grt": {
        "grt_max_degree": 27,
        "grt_usage": 0.112,
        "antenna_found_initial": 0,
        "grt_pass1_wl_um": 14200,
        "globalRouteOverflowTotal": 0,
        "grtUsageMet3": 0.0313,
        "use_met2": 0.199,
        "grt_pass1_vias": 2409,
        "busiest_layer": "met2",
        "gr-usage-met1": 0.139,
    },
    "drt": {
        "ant_nets": 0,
        "viasPerCell": 4.19,
        "wire_per_inst_um": 17.2,
        "drc": 0,
        "dr_total_vias": 2261,
        "antenna_cells": 0,
        "drt_pass1_iterations": 4,
        "drt_iter0_markers": 49,
        "finalWirelength_um": 9280,
    },
    "critical_path": {
        "crit_arrival_ps": 2600,
        "worstPathMaxFanout": 4,
        "critPathLaunchType": "input port",
        "critPathRequiredTime_ps": 2720,
        "critPathKind": "in -> out",
        "cp-end-kind": "primary output",
    },
    "status": {
        "status": "complete, no violations",
    },
    "synthesis": {
        "synthCells": 198,
        "netlist_area_um2": 1350,
        "ys_seq_share": 0,
        "ys_area_um2": 1350,
        "synth_stat.cells": 198,
        "synthDistinctLibCells": 29,
        "synth.avg_cell_area_um2": 6.82,
        "ys_warn_count": 0,
    },
    "hold_path": {
        "hp-class": "in -> out",
    },
    "job": {
        "max-cap-violations": 0,
        "log.warning_count": 124,
    },
}
final cells by class:
type	instances	area, um^2	share of cell area
Timing Repair Buffer	218	2210	0.607
Inverter	2	7.51	0.00207
Multi-Input combinational cell	179	1240	0.342
Tap cell	140	175	0.0482
logic make-up after synthesis:
| group | after synthesis | share of synthesized area |
|---|---|---|
| simple gates | 73 | 0.282 |
| compound gates | 69 | 0.343 |
| mux | 36 | 0.285 |
| buf+inv | 19 | 0.0834 |
| xor+xnor | 1 | 0.00649 |
synthesized netlist by cell type:
cell	number	area [um^2]
clkbuf_1	5	18.8
o21ai_0	4	20.0
buf_1	1	3.75
nand2_1	20	75.1
xnor2_1	1	8.76
inv_1	2	7.51
a211oi_1	8	60.1
nor4bb_1	1	10.0
a21oi_1	17	85.1
o21ai_1	1	5.00
nor2_2	7	43.8
o21ai_2	1	8.76
nor4b_1	1	8.76
a32o_1	1	10.0
a31oi_1	4	25.0
nor2b_1	2	12.5
and2_1	11	68.8
nor3_4	3	48.8
mux2_2	20	225
o2bb2ai_1	1	8.76
buf_2	6	30.0
buf_6	4	45.0
o211ai_1	8	60.1
nor2_1	26	97.6
nand2b_1	1	6.26
mux2i_1	16	160
a22oi_1	24	180
or3b_1	1	8.76
buf_4	1	7.51
per-layer routing:
| layer | share of wire | wire [um] |
|---|---|---|
| met2 | 0.48 | 4490 |
| met1 | 0.44 | 4120 |
| met5 | 0 | 0 |
| met3 | 0.073 | 676 |
| met4 | 0 | 0 |
worst max-delay path, cell delays in order:
cell and delay [ps]:
dlygate4sd2_1 250, or3b_4 450, buf_12 150, nor3_4 160
buf_4 170, a22oi_1 80, a21oi_1 160, clkdlybuf4s50_1 500
final timing paths:
| check | depth (start not counted) | start | to | slack [ps] |
|---|---|---|---|---|
| setup / recovery | 8 | DMA_current_instruction[26] | STACK_write_back_value[13] | 120 |
| hold / removal | 4 | DMA_current_instruction[28] | STACK_pop_id[1] | 2170 |
cell usage in the layout, fill, tap and decap left out, types with 2 or more instances in the layout:
cell type	count
a31oi_1	4
a22oi_1	24
nor2b_1	2
o21ai_0	4
nor2_2	7
dlymetal6s2s_1	2
mux2i_1	16
buf_4	24
o211ai_1	8
buf_12	4
a21oi_1	16
dlygate4sd2_1	2
a211oi_1	8
and2_1	11
nand2_1	20
mux2_2	20
nor3_4	3
nor2_1	26
clkdlybuf4s50_1	181
power groups by stage:
stage | clock [mW] | sequential [mW] | combinational, mW
after CTS | 0 | 0 | 0.357
after global routing | 0 | 0 | 0.380
final | 0 | 0 | 0.351
stage by stage:
step / util / power, mW / area [um^2] / std cells
2_1_floorplan: - / 0.106 / 1350 / 198
3_3_place_gp: 0.325 / 0.346 / 3520 / 534
3_5_place_dp: 0.325 / 0.349 / 3520 / 534
4_1_cts: 0.335 / 0.357 / 3630 / 539
5_1_grt: 0.335 / 0.380 / 3630 / 539
6_report: 0.335 / 0.351 / 3630 / 539
what timing repair did:
action,4_1_cts,5_1_grt
gates cloned,2,0
buffers inserted,3,0
hold buffers,0,0
gates resized,10,4
pin swaps,4,1
endpoints found under the setup margin,43,23
Power and IR drop assume default switching activity.
